--- design.v ---
module LBP (
    input         clk,           
    input         reset,         
    input      [7:0] gray_data,  
    output reg [5:0] gray_addr,  
    output reg       gray_req,   
    output reg [5:0] lbp_addr,   
    output reg       lbp_write,  
    output reg [7:0] lbp_data,    
    output reg       finish      
);
reg [1:0] current_state, next_state;
parameter READ   = 2'd0; 
parameter CAL    = 2'd1; 
parameter WRITE  = 2'd2; 
parameter DONE   = 2'd3; 
integer i;
reg [3:0]cnt;  
always @(posedge clk or posedge reset) begin
    if (reset)
        current_state <= READ;
    else
        current_state <= next_state;
end
always @(*) begin
    case (current_state)
        READ  : next_state = (cnt == 9) ? CAL : READ;
        CAL   : next_state = WRITE;
        WRITE : next_state = (y == 6 && x == 6) ? DONE : READ;
        DONE  : next_state = DONE;
        default: next_state = READ;
    endcase
end
reg[5:0] data[3:0];
reg[2:0] x;  
reg[2:0] y;  
wire [5:0] center_addr;
assign center_addr = {y, x};
always @(posedge clk or posedge reset) begin
    if(reset) begin
        x <= 3'd1;  y <= 3'd1; 
    end else if (current_state == WRITE) begin
        if (x == 6) begin
            if (y == 6) begin    
                x <= x;
                y <= y;              
            end else begin
                x <= 3'd1;
                y <= y + 3'd1;
            end
        end else begin
            x <= x + 3'd1;
        end
    end
end
reg [2:0] target_x, target_y;
always @(*) begin
    case(cnt)
        4'd0: begin target_x = x-1; target_y = y-1; end  
        4'd1: begin target_x = x;   target_y = y-1; end  
        4'd2: begin target_x = x+1; target_y = y-1; end  
        4'd3: begin target_x = x-1; target_y = y;   end  
        4'd4: begin target_x = x;   target_y = y;   end  
        4'd5: begin target_x = x+1; target_y = y;   end  
        4'd6: begin target_x = x-1; target_y = y+1; end  
        4'd7: begin target_x = x;   target_y = y+1; end  
        4'd8: begin target_x = x+1; target_y = y+1; end  
        default: begin target_x=x; target_y=y; end
    endcase
end
always @(posedge clk or posedge reset) begin
    if(reset)begin
        gray_addr <= 1'b0;
    end else if (current_state == READ)begin
        gray_addr <=  {target_y, target_x};
    end 
end
always @(posedge clk or posedge reset) begin
    if(reset)begin
        cnt <= 1'b0;
    end else if (cnt < 9)begin
        cnt <= cnt + 1;
    end else begin
        cnt <= 0;
    end
end
always @(posedge clk or posedge reset) begin
    if(reset)begin
        gray_req <= 1'b0;
    end else if (current_state == READ)begin
        gray_req <= 1'b1;
    end else begin
        gray_req <= 0;
    end
end
always @(posedge clk or posedge reset) begin
    if(reset)begin
        for(i=0;i<8;i=i+1)begin
            data[i] <= 6'b0;
        end
    end else if (current_state == READ)begin
        data[cnt] <= gray_data;
    end 
end
wire bits[3:0];
assign center_pixel = data[4];  
assign bits[0] = (data[0] >= center_pixel);  
assign bits[1] = (data[1] >= center_pixel);  
assign bits[2] = (data[2] >= center_pixel);  
assign bits[3] = (data[3] >= center_pixel);  
assign bits[4] = (data[5] >= center_pixel);  
assign bits[5] = (data[6] >= center_pixel);  
assign bits[6] = (data[7] >= center_pixel);  
assign bits[7] = (data[8] >= center_pixel);  
always @(posedge clk or posedge reset) begin
    if(reset) begin
        lbp_data <= 8'd0; 
    end else if (current_state == CAL) begin
        lbp_data <= {bits[7],bits[6],bits[5],bits[4],bits[3],bits[2],bits[1],bits[0]};
    end 
end
always @(posedge clk or posedge reset) begin
    if(reset)begin
        lbp_write <= 1'b0; 
    end else if (current_state == WRITE)begin
        lbp_write <= 1'b1;
    end 
end
always @(posedge clk or posedge reset) begin
    if(reset)begin
        lbp_addr <= 1'b0; 
    end else if (current_state == WRITE)begin
        lbp_addr <= center_addr;
    end 
end
always @(posedge clk or posedge reset) begin
    if(reset)begin
        finish <= 1'b0; 
    end else if (current_state == DONE)begin
        finish <= 1'b1;
    end 
end
endmodule
--- run.sh ---
#!/bin/bash
# OpenROAD 26Q1-2900-gdf79404cd8, Yosys 0.63+post, stock flow scripts
make -C /OpenROAD-flow-scripts/flow DESIGN_CONFIG=/design/flow/config.mk WORK_HOME=/design/flow/orfs finish
--- config.mk ---
export PLATFORM = sky130hd
export DESIGN_NAME = LBP
export DESIGN_NICKNAME = LBP
export VERILOG_FILES = /design/flow/design.v
export SDC_FILE = /design/flow/constraint.sdc
export NUM_CORES = 4
export LEC_CHECK = 1
export CORE_UTILIZATION = 30
--- constraint.sdc ---
current_design LBP

set clk_period 2.0
set clk_io_pct 0.2

create_clock -name clk0 -period $clk_period [get_ports {clk}]

set non_clock_inputs [all_inputs -no_clocks]
set_input_delay [expr $clk_period * $clk_io_pct] -clock clk0 $non_clock_inputs
set_output_delay [expr $clk_period * $clk_io_pct] -clock clk0 [all_outputs]
==> results.ini <==
[placement]
dp_hpwl_um = 1747
gp_routability_congestion = 0.8333
dpl.cell_count = 222
port_buffers = 16
placed_cell_area_um2 = 1723

[grt]
grt_pass1_vias = 1006
grt_util_all_layers = 0.1077
grt_remaining_overflow = 0
grt_max_degree = 30
grt_pass1_wl_um = 4498
antenna_found_initial = 0

[sta]
fin_skew_ps = 3.492
period_minus_slack_ps = 1850
fin_tns_setup_ps = 0
hold_viol_final = 0
rsz0062_at_grt = no
setup_viol = 0
fmax_mhz = 540.5
min_period_over_period = 0.9250
report.final.slew_viol_count = 0

[route]
antenna_cells = 0
drcViolationCount = 0
wl_per_cell_um = 10.85
via_per_inst = 4.343
firstDrtPassIters = 4
wirelength_um = 2495
vias = 999
drt_iter0_drc = 47
drtAntennaViolNets = 0

[clocking]
cts_hold_buffers = 0
clk_pin_slew_ps = 60
clkLatencyLatePin_ps = 280
cts_root_buf = clkbuf_8
cts_buffer_depth = 2
cts_tree = done
numCtsBuffers = 5
cts_max_level = 2
cts.sinks = 29

[setup_path]
cp_slowest_cell = dfrtp_1
crit_chain = inv_1 > ha_1 > mux2i_1 > o22a_2 > and3_1 > o32a_1
critPathKind = flip-flop to flip-flop
required_ps = 2160
crit_buf_inv = 1
startpoint_type = flip-flop
end_kind = flip-flop
arrival_ps = 2010
critPathMaxFanout = 6
slowest_delay_ps = 410
cp_top_family = AND-OR/OR-AND gates

[floorplanning]
fp_util = 0.3169
core_region_area_um2 = 4817
chip_area_um2 = 5377
pin_count = 33
die_w_um = 73.33
num_rows = 25
dieHeight_um = 73.33

[finish]
drive_above_1_share = 0.1595
fill_cells = 495
final_area_um2 = 1821
post-route-util = 0.3779
final_cells = 230
area_delta_synth_final_pct = 19.26

[worst_hold_path]
hold_class = flip-flop to flip-flop

[synthesis]
ys_seq_frac = 0.4779
synth_cells = 142
post_synth_num_cell_types = 40
yosysCellCount = 142
yosys_warnings = 3
yosys_area_um2 = 1526
synth_area_um2 = 1526
ys_ff = 29
post_synth.cell_area_avg_um2 = 10.75

[power_and_ir_drop]
leakagePower_uw = 0.0008363
p_per_area_nw_per_um2 = 581.7
fin_total_pwr_uw = 1059
ir_drop_uv = 203.1

[run]
warnings = 41
drv_cap = 0

[status]
status = finished, final reports clean

==> metrics by stage <==
stage	hold slack (ps)	setup slack, ps
after floorplan	331.2	313.6
after global placement	331.7	74.12
after detailed placement	336.3	54.40
after CTS	348.9	63.32
after global routing	349.2	26.57
final	344.0	150.0
==> what timing repair did <==
item	in CTS	in global routing
setup endpoints to repair	0	4
resized	0	2
setup buffers	0	0
==> Yosys cell counts <==
cell type,instances,share of area
a31o_2,1,0.0057
nand2b_1,4,0.016
mux2_2,7,0.052
o311ai_2,1,0.011
a221oi_1,1,0.0057
ha_1,11,0.090
conb_1,1,0.0025
nor2b_1,1,0.0041
o22a_2,1,0.0066
a21boi_0,1,0.0049
o21a_1,2,0.0098
o22ai_1,1,0.0041
nor3_1,3,0.0098
and3_1,3,0.012
nor2_1,7,0.017
o21ai_1,1,0.0033
dfrtp_1,26,0.43
nand4_1,1,0.0041
nand2_1,10,0.025
o21ai_0,5,0.016
xnor2_1,2,0.011
clkbuf_1,2,0.0049
a21o_1,1,0.0049
a21oi_1,3,0.0098
buf_4,8,0.039
nand2b_4,1,0.0090
clkbuf_8,1,0.0090
a22o_1,2,0.011
nand3_1,3,0.0098
o32a_1,1,0.0066
a221o_1,1,0.0066
mux2i_1,3,0.020
nand3b_1,1,0.0049
a31oi_1,3,0.012
inv_1,12,0.030
or3_1,2,0.0082
o31ai_1,2,0.0098
a211o_2,1,0.0066
dfstp_2,3,0.052
or2_2,2,0.0082
==> placed cells by master (no fill, tap or decap), types with 3 or more instances in the layout <==
| master | netlist | final |
|---|---|---|
| nor2_1 | 7 | 7 |
| inv_1 | 12 | 12 |
| and3_1 | 3 | 3 |
| nand3_1 | 3 | 3 |
| nand2b_1 | 4 | 4 |
| a31oi_1 | 3 | 3 |
| ha_1 | 11 | 11 |
| nand2_1 | 10 | 10 |
| mux2_2 | 7 | 7 |
| conb_1 | 1 | 8 |
| dfrtp_1 | 26 | 26 |
| dfstp_2 | 3 | 3 |
| mux2i_1 | 3 | 3 |
| clkbuf_8 | 1 | 5 |
| clkdlybuf4s50_1 | 0 | 16 |
| o21ai_0 | 5 | 5 |
| a21oi_1 | 3 | 3 |
==> per-layer routing <==
| metal | track usage | share of wire |
|---|---|---|
| met1 | 0.1649 | 0.53 |
| met2 | 0.1636 | 0.41 |
| met3 | 0.02497 | 0.040 |
| met4 | 0.01709 | 0.015 |
| met5 | 0 | 0 |
==> sequential cells by signal, summed over array words and instances (netlist names) <==
name           count
y                  3
gray_addr          6
current_state      4
finish             1
cnt                4
lbp_write          1
x                  3
gray_req           1
lbp_addr           6
==> worst paths after layout <==
| kind | from | endpoint | slack, ps | cells after the start |
|---|---|---|---|---|
| setup / recovery | cnt[0] | gray_addr[1] | 150 | 6 |
| hold / removal | current_state[2] | current_state[1] | 340 | 0 |
| setup reg to reg | cnt[0] | gray_addr[1] | 150 | 6 |
| hold reg to reg | current_state[2] | current_state[1] | 340 | 0 |
| max in group asynchronous | reset | x[0] | 1190 | 3 |
| min in group asynchronous | reset | lbp_addr[3] | 490 | 3 |
==> kinds of logic (layout without fill, tap and decap cells) <==
group | Yosys count | in the layout | synth area share
xor gates and xnor gates | 2 | 2 | 0.01148
muxes | 10 | 10 | 0.07132
other | 1 | 8 | 0.002457
AOI/OAI and AO/OA | 28 | 28 | 0.1352
DFF | 29 | 29 | 0.4779
adders and majority gates | 11 | 11 | 0.09016
buffers and inverters | 23 | 37 | 0.08279
and+or+nand+nor | 38 | 38 | 0.1287
==> final cells by class <==
cell class                      instances  area, µm²  area share
Sequential cell                        29      729.5      0.4007
Multi-Input combinational cell         97      711.9      0.3911
Timing Repair Buffer                   17      167.7     0.09210
Tap cell                               67      83.83     0.04605
Clock buffer                            6      72.57     0.03986
Inverter                               12      45.04     0.02474
Clock inverter                          2      10.01    0.005498
==> where the power goes <==
part           internal (µW)  leakage, µW  total (µW)  switching [µW]
combinational           3.13     0.000402        14.7            11.6
clock                    240    0.0000450         457             217
sequential               587     0.000390         587               0
total                    831     0.000836        1060             228
No activity file was given, so power comes from the tool's default toggle rates.
